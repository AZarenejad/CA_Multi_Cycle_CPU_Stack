==> design/flow/design.v <==
module controller(clk, rst, opcode, IR_write, ld_A, ld_B, IorD, MtoS, src_A, src_B,
                 pc_src,mem_read, mem_write, pc_write_cond, pc_write, alu_op, push, pop, tos);
  input clk, rst;
  output reg IR_write, ld_A, ld_B, IorD, MtoS, pc_src, src_A, src_B ;
  output reg mem_read, mem_write, pc_write_cond, pc_write;
  output reg [1:0] alu_op;
  output reg push, pop, tos;
  input [2:0] opcode ;
  parameter [2:0] ADD = 3'b000, SUB = 3'b001, AND = 3'b010, NOT = 3'b011, PUSH = 3'b100, POP = 3'b101, JMP = 3'b110, JZ = 3'b111;
  reg [3:0] ps,ns;
  parameter [3:0] instruction_fetch = 0, instruction_decode = 1, jump = 2 , jump_zero = 3,
                  push_read_data = 4, push_data_to_stack = 5, pop_op1 = 6, ld_op1 = 7, pop_save_to_memory = 8,
                  pop_op2 = 9, ld_op2 = 10, set_alu1 = 11 , set_alu2 = 12, push_alu_result_to_stack = 13 ;
  always @(ps, opcode) begin
    ns = instruction_fetch ;
    case(ps)
      instruction_fetch : ns = instruction_decode ;
      instruction_decode :  ns = (opcode == JMP) ? jump :
                                  (opcode == JZ ) ? jump_zero :
                                  (opcode == PUSH ) ? push_read_data : pop_op1 ;
      jump : ns = instruction_fetch ;
      jump_zero : ns = instruction_fetch ;
      push_read_data : ns = push_data_to_stack ;
      push_data_to_stack : ns =  instruction_fetch ;
      pop_op1 : ns = ld_op1 ;
      ld_op1 : ns = ( opcode == ADD | opcode == AND | opcode == SUB )  ? pop_op2 :
                    (opcode == NOT ) ? set_alu2 : pop_save_to_memory ;
      pop_save_to_memory : ns =  instruction_fetch ;
      pop_op2 : ns = ld_op2 ;
      ld_op2 :  ns = set_alu1 ;
      set_alu1 : ns = push_alu_result_to_stack ;
      set_alu2 : ns = push_alu_result_to_stack ;
      push_alu_result_to_stack : ns = instruction_fetch ;
      default : ns = instruction_fetch ;
    endcase
  end
  always @(ps, opcode ) begin
    {IR_write, ld_A, ld_B, IorD, MtoS, pc_src, src_A, src_B,
     mem_read, mem_write, pc_write_cond, pc_write, push, pop, tos, alu_op } = 17'b0;
     case(ps)
       instruction_fetch : begin 
        IorD = 0 ;
        mem_read = 1 ;
        IR_write = 1 ; 
        src_A = 1 ; 
        src_B = 1 ;
        pc_src = 0 ;
        pc_write = 1 ;
        alu_op = 2'b00 ;
     end
     instruction_decode : tos = 1;
     jump : begin
        pc_src = 1 ;
        pc_write = 1 ;
     end
     jump_zero : begin
        pc_write_cond = 1 ;
        pc_src = 1 ;
     end
     push_read_data : begin
      IorD = 1 ;
      mem_read = 1;
     end
     push_data_to_stack : begin
      MtoS = 1 ;
      push = 1 ;
     end
     pop_op1 : pop = 1 ;
     ld_op1 : ld_A = 1 ;
     pop_save_to_memory : begin
       IorD = 1 ;
       mem_write = 1 ;
     end
     pop_op2 : pop = 1;
     ld_op2 : ld_B = 1 ;
     set_alu1 : alu_op = opcode [1:0] ;
     set_alu2 : alu_op = 2'b11 ;
     push_alu_result_to_stack : begin
       MtoS = 0 ;
       push = 1 ;
     end
   endcase
 end
 always@(posedge clk, posedge rst )begin
   if (rst) ps<= instruction_fetch ;
   else
     ps <= ns ;
   end
 endmodule
==> design/flow/run.sh <==
#!/bin/bash
# OpenROAD 26Q1-2900-gdf79404cd8, Yosys 0.63+post, stock flow scripts
make -C /OpenROAD-flow-scripts/flow DESIGN_CONFIG=/design/flow/config.mk WORK_HOME=/design/flow/orfs finish
==> design/flow/config.mk <==
export PLATFORM = sky130hd
export DESIGN_NAME = controller
export DESIGN_NICKNAME = controller
export VERILOG_FILES = /design/flow/design.v
export SDC_FILE = /design/flow/constraint.sdc
export NUM_CORES = 4
export LEC_CHECK = 1
export CORE_AREA = 10 10 83 83
export DIE_AREA = 0 0 93 93
==> design/flow/constraint.sdc <==
current_design controller

set clk_period 1.2
set clk_io_pct 0.2

create_clock -name clk0 -period $clk_period [get_ports {clk}]

set non_clock_inputs [all_inputs -no_clocks]
set_input_delay [expr $clk_period * $clk_io_pct] -clock clk0 $non_clock_inputs
set_output_delay [expr $clk_period * $clk_io_pct] -clock clk0 [all_outputs]
==> impl_metrics.csv <==
group,metric,value,unit
status,status,"finished with violations",
status,violations,"setup timing",
worst_setup_path,reg2reg_to,"ps[0]",
cts,clk_latency,0.24,ns
drt,vias_per_cell,2.70,
die,dieArea,8650,um^2
worst_setup_path,crit_family,"flip-flops",
logic_synthesis,yosys_area,494,um^2
drt,routed_wl,1.40,mm
cts,cts_root_buffer,"clkbuf_8",
logic_synthesis,avgSynthCellArea,13.0,um^2
worst_setup_path,crit_path_frequent_cell,"buf_6",
worst_setup_path,endpoint_kind,"output port",
logic_synthesis,ys_async_sr_fraction,100,%
flow_run,warnings,27,
power,power_density,942,nW/um^2
logic_synthesis,synth_cells,38,
cells_and_area,regMostFlops,"ps",
worst_setup_path,criticalPathCategory,"reg -> out",
sta,slew_headroom,86.2,%
min_path,hp-class,"in -> async",
drt,drt_iter0_markers,7,
cells_and_area,fillCellCount,576,
cells_and_area,top_regs,"ps (14)",
worst_setup_path,worst-path-max-fanout,2,
die,pin_count,22,
worst_setup_path,slowest_stage,"dfrtp_1",
sta,finalClockPeriodUsage,110,%
logic_synthesis,yosysTopAreaCell,"dfrtp_1",
logic_synthesis,yosysWarnings,1,
placed_design,place_inst,133,
worst_setup_path,reg2regPathDepth,3,
worst_setup_path,rrSetupSlack,0.06,ns
worst_setup_path,crit_chain,"buf_6, or2_4, buf_6",
drt,diodes,0,
die,core-area,5140,um^2
sta,max_freq,0.760,GHz
cells_and_area,syn_to_final_growth,89.4,%
worst_setup_path,crit_buf_inv,2,
logic_synthesis,yosys.cell_types.count,16,
global_route,grt_pass1_vias,435,
global_route,grt_pass1_wl,2.26,mm
flow_run,maxCapViolCount,0,
drt,post_drt_wl_per_cell,9.66,um
sta,finalSetupViolations,8,
cells_and_area,post_layout_nonfiller_instances,145,
worst_setup_path,cp.arrival,1.08,ns
power,max-vdd-ir-drop,502,uV
logic_synthesis,ys_seq_share,71.1,%
sta,fin_ws,-0.116,ns
logic_synthesis,synth_flops,14,
worst_setup_path,cp.required,0.96,ns
sta,min_period,1.32,ns
sta,fin_worst_skew,0.00390,ns
global_route,overflow,0,
die,row_count,26,
cells_and_area,final_cell_mix,"13 x buf_6, 13 x dfrtp_1, 8 x buf_4, 6 x dlygate4sd2_1",
cts,htreeDepth,1,
worst_setup_path,reg2reg_from,"ps[9]",
worst_setup_path,worstSetupStartpointType,"flip-flop",
sta,worstMarginPinSlew,0.207,ns
cells_and_area,layout-drive-gt1-share,46.7,%
cts,cts_hold_buf,0,
global_route,grt_usage,3.28,%
logic_synthesis,area_leaders,"dfrtp_1 66%, or2_2 6.3%, dfstp_2 5.3%",
power,cellLeakagePower,0.508,nW
logic_synthesis,synth-main-ff-cell,"dfrtp_1",
logic_synthesis,ys_cells,38,
cells_and_area,largest_reg_flops,14,
sta,fin_setup_tns,-0.322,ns
drt,ant_nets,0,
die,die_y,93,um
cts,cts_sinks,14,
drt,drc,0,
placed_design,numPortBuffers,21,
logic_synthesis,top_area_share,65.8,%
die,die-width,93,um
cts,clockBufferDepth,2,
logic_synthesis,edf_count,0,
drt,num_vias,391,
die,core_util_floorplan,9.62,%
worst_setup_path,max_stage_delay,0.39,ns
sta,maxSlewViolCount,0,
sta,grt_setup_unrepaired,"true",
cts,clkTransAtPathRegs,0.05,ns
sta,hold_viol,0,
cts,cts_buffers,3,
placed_design,dp_hpwl,1.03,mm
global_route,grt_max_degree,15,
cts,cts_tree,"built",
drt,firstDrtPassIters,2,
placed_design,gp_congestion,0.730,
global_route,antenna_found_initial,0,
logic_synthesis,syn-cell-area,494,um^2
worst min-delay path: cells and delay by family:
family                 cells  cell delay, ns
buffers and inverters      3            0.65
routing by layer:
layer | routed length, um | track usage, % | share of wire, %
met1 | 709 | 4.44 | 51
met2 | 436 | 3.80 | 31
met3 | 254 | 3.15 | 18
met4 | 0 | 0 | 0
met5 | 0 | 0 | 0
logic make-up after synthesis:
kind of cell	count (synthesis)	synth area share, %
simple gates	17	19.5
buf+inv	3	3.80
flops	14	71.1
compound gates	4	5.57
how the worst max path moves through the flow:
| stage | startpoint | end | slack (ns) | cells after the start |
|---|---|---|---|---|
| finish | ps[2] | mem_read | -0.12 | 3 |
| global route | ps[2] | mem_read | -0.15 | 3 |
| CTS | ps[2] | mem_read | -0.11 | 3 |
synthesized netlist by cell type (2+ instances only):
master and n:
dfrtp_1 13, or2_2 5, a21o_1 2, buf_4 2, nand2_1 2, nand2b_1 2
nor2_1 2, or2_1 2
layout make-up:
type	count	area, um^2	area share, %
multi-input cells	21	134	14.3
clock buffers	4	45.0	4.81
inverters	1	3.75	0.401
well taps	70	87.6	9.36
flip-flops and latches	14	352	37.6
repair buffers	35	314	33.6
power breakdown:
group          switching (mW)  total [mW]  leakage, nW  internal, mW
Clock                   0.139       0.372       0.0228         0.233
Sequential                  0       0.473        0.192         0.473
Combinational          0.0183      0.0362        0.293        0.0179
Total                   0.157       0.881        0.508         0.724
metrics by stage:
| step | total power, mW | area (um^2) | setup WS (ns) | util (%) | hold slack [ns] |
|---|---|---|---|---|---|
| 2_1_floorplan | 0.491 | 494 | 0.250 | - | 0.129 |
| 3_3_place_gp | 0.519 | 822 | -0.365 | 16.0 | 0.359 |
| 3_5_place_dp | 0.519 | 822 | -0.376 | 16.0 | 0.361 |
| 4_1_cts | 0.893 | 922 | -0.114 | 17.9 | 0.301 |
| 5_1_grt | 0.928 | 936 | -0.154 | 18.2 | 0.356 |
| 6_report | 0.881 | 936 | -0.116 | 18.2 | 0.300 |
repair_timing:
item,in CTS,in global routing
pin swaps,7,2
resized,57,4
buffers inserted,8,0
setup endpoints to repair,17,13
No activity file was given, so power comes from the tool's default toggle rates.
