===== run.sh =====
#!/bin/bash
# OpenROAD 26Q1-2900-gdf79404cd8, Yosys 0.63+post, stock flow scripts
make -C /OpenROAD-flow-scripts/flow DESIGN_CONFIG=/design/flow/config.mk WORK_HOME=/design/flow/orfs finish

===== constraint.sdc =====
current_design stack

set clk_period 25.0
set clk_io_pct 0.2

create_clock -name clk0 -period $clk_period [get_ports {clk}]

set non_clock_inputs [all_inputs -no_clocks]
set_input_delay [expr $clk_period * $clk_io_pct] -clock clk0 $non_clock_inputs
set_output_delay [expr $clk_period * $clk_io_pct] -clock clk0 [all_outputs]

===== config.mk =====
export PLATFORM = sky130hd
export DESIGN_NAME = stack
export DESIGN_NICKNAME = stack
export VERILOG_FILES = /design/flow/design.v
export SDC_FILE = /design/flow/constraint.sdc
export NUM_CORES = 4
export LEC_CHECK = 1
export CORE_UTILIZATION = 50

===== design.v =====
module stack(clk, rst, d_in, push, pop, tos, d_out);
  parameter WIDTH = 8;
	parameter DEPTH = 7;
  input clk, rst, push, pop, tos;
  input [WIDTH - 1:0] d_in;
  output reg [WIDTH - 1:0] d_out;
	reg [DEPTH - 1:0] ptr;
	reg [WIDTH - 1:0] stack [0:(1 << DEPTH) - 1];
	always @(posedge clk , posedge rst) begin
		if (rst)
			ptr <= 0;
		else begin
		    if (push)
			     ptr <= ptr + 1;
		    else if (pop)
			     ptr <= ptr - 1;
		    else if (tos)
		      ptr <= ptr ;
		end
	end
	always @(posedge clk) begin
		if (push || pop || tos) begin
			if(push)
			   stack[ptr] <= d_in;
			else if (pop)
			   d_out <= stack[ptr - 1];
			else if (tos)
			  d_out <= stack[ptr - 1 ];
		end
	end
endmodule

==> flow_summary_export.csv <==
group,metric,value,unit
global_routing,gr-usage-all-layers,0.2778,
route,ant_nets,0,
worst_setup_path,critPathSlowestCell,"nand2_1",
cts,clk_latency,650,ps
layout,finalNonFillerCells,3304,
cts,cts_buffers,101,
placed_design,numPortBuffers,20,
worst_setup_path,crit_family,"simple AND/OR/NAND/NOR gates",
power_and_ir_drop,power.switching,1.898,mW
worst_hold_path,min_from,"ptr[4]",
logic_synthesis,synth_chip_area,0.04071,mm2
route,drcViolationCount,0,
placed_design,dp_hpwl,59540,um
job,max_cap_violations,0,
cts,cts_max_level,3,
placed_design,dp.cells,3120,
sta,max_slew_margin,0.3466,
die,die_x,287.3,um
status,outcome,"finished clean",
die,num_rows,104,
worst_setup_path,reg2reg_from,"ptr[0]",
worst_setup_path,cp_data_required_time,25270,ps
logic_synthesis,yosysWarnings,1,
job,warnings,27,
logic_synthesis,ys_types,44,
power_and_ir_drop,p_int,3.639,mW
sta,worst_pin_slew,976.5,ps
sta,max_freq,135.9,MHz
global_routing,antenna_found_initial,0,
route,vias,20170,
cts,ctsHoldBuffers,0,
layout,areaGrowthSynthToFinish,11.59,%
sta,setup_viol,0,
cts,root_buffer,"clkbuf_16",
global_routing,grt_pass1_wl,144900,um
die,core_area,0.08055,mm2
layout,drive_gt1_frac,0.2135,
logic_synthesis,numSynthFlops,1039,
sta,layout_min_cycle_time,7358,ps
sta,final.setup_skew,18.32,ps
die,die_y,287.3,um
sta,post-route-period-util,0.2943,
sta,rsz0062_at_grt,"false",
cts,postCtsSetupBuffers,0,
logic_synthesis,syn_area_per_cell,19.36,um2
logic_synthesis,synth_seq_share,0.7656,
die,dieArea,0.08256,mm2
worst_setup_path,crit_buf_inv,3,
layout,nFillCells,5873,
route,antennaDiodeCount,0,
cts,ctsResizeCount,0,
cts,cts_tree,"done",
sta,hold_viol,0,
power_and_ir_drop,seq_power_share,0.364,
die,io_pins,21,
logic_synthesis,synthArstFlopShare,0.006737,
route,wl_per_cell,29.48,um
route,drtIter0Drc,1346,
power_and_ir_drop,leakagePower,14.24,nW
cts,cts_sinks,1039,
global_routing,grt_pass1_vias,22800,
worst_setup_path,cp-end-kind,"flip-flop",
route,dr.pass1.iters,5,
worst_setup_path,slowest_delay,600,ps
global_routing,grt-ovfl-total,0,
global_routing,grt_max_degree,67,
worst_setup_path,path_cells,"clkdlybuf4s50_1 > buf_4 > nor2b_1 > nand2_1 > buf_4 > nor2_1",
worst_setup_path,cpMostUsedCell,"buf_4",
worst_setup_path,criticalPathCategory,"in2reg",
worst_setup_path,cp_max_fo,14,
power_and_ir_drop,p_clk_frac,0.273,
worst_hold_path,hp-class,"reg2reg",
worst_setup_path,arrival,7630,ps
die,fp_util,0.5054,
cts,cts_buffer_depth,3,
logic_synthesis,syn_area,0.04071,mm2
cts,clkTransAtPathRegs,60,ps
placed_design,gp_congestion,0.9310,
logic_synthesis,edf_count,1032,
power_and_ir_drop,ir_drop,0.08590,mV
power_and_ir_drop,pwr-share-comb,0.363,
route,drt_wl_total,97390,um
worst_setup_path,crit_start,"push",
power_and_ir_drop,power_per_cell_area,121.9,mW/mm2
power_and_ir_drop,swShare,0.3428,
logic_synthesis,flop_cell,"edfxtp_1",
sta,finalMaxSlewViolations,0,
sta,setup_tns,0,ps
logic_synthesis,synthCells,2103,
logic_synthesis,ys_cells,2103,
worst_setup_path,start_kind,"input pin",
route,vias_per_cell,6.104,
placed cells by master, fill, tap and decap left out, types with 4 or more instances in the layout:
| cell type | synthesis | layout |
|---|---|---|
| clkinvlp_4 | 0 | 8 |
| buf_4 | 7 | 64 |
| clkinv_4 | 0 | 4 |
| or4_1 | 8 | 8 |
| o21ai_1 | 4 | 4 |
| o21ai_0 | 17 | 17 |
| nor3_1 | 37 | 37 |
| edfxtp_1 | 1032 | 1032 |
| clkdlybuf4s50_1 | 0 | 12 |
| and2_1 | 13 | 13 |
| bufinv_16 | 0 | 12 |
| nand2b_1 | 4 | 4 |
| nand2_1 | 234 | 234 |
| clkbuf_16 | 0 | 104 |
| nand3_1 | 45 | 45 |
| clkbuf_1 | 55 | 20 |
| nor2b_1 | 8 | 8 |
| o22ai_1 | 20 | 20 |
| xnor2_1 | 7 | 6 |
| nor2_1 | 236 | 236 |
| dfrtp_1 | 7 | 6 |
| a211oi_1 | 12 | 12 |
| clkinv_1 | 0 | 18 |
| o221ai_1 | 12 | 12 |
| mux4_2 | 256 | 256 |
| clkinv_2 | 0 | 13 |
worst reg2reg max path, delay by kind of cell (launching register included):
family,cells,cell delay (ps)
AND-OR/OR-AND,1,430
adder cells (fa/ha/maj),1,670
buffers and inverters,3,1520
flip-flops,1,780
multiplexers,1,420
AND/OR/NAND/NOR,4,1010
logic make-up after synthesis:
| family | synth area share |
|---|---|
| flops | 0.7656 |
| simple gates | 0.06040 |
| mux | 0.1416 |
| buf+inv | 0.01577 |
| compound gates | 0.01380 |
| xor+xnor | 0.002152 |
| fa+ha+maj | 0.0006147 |
power groups by stage:
stage	logic (mW)	clock network [mW]	registers, mW
4_1_cts	2.02	1.54	2.02
6_report	2.01	1.51	2.02
5_1_grt	2.17	1.61	2.02
final timing paths:
| path | to | depth (start not counted) | slack [ps] |
|---|---|---|---|
| worst min-delay path | ptr[4] | 1 | 690 |
| max in group asynchronous | ptr[0] | 2 | 20050 |
| worst min register to register | ptr[4] | 1 | 690 |
| worst max-delay path | stack[112][6] | 6 | 17640 |
| min in group asynchronous | ptr[0] | 2 | 4680 |
| worst max register to register | d_out[7] | 10 | 19900 |
area by class of cell:
type | count | area, um2 | share of cell area
timing repair buffer | 77 | 620.6 | 0.01366
clock buffer | 124 | 2678 | 0.05895
multi-input combinational | 940 | 8966 | 0.1974
sequential | 1039 | 31170 | 0.6862
inverter | 4 | 15.01 | 0.0003305
tap | 1060 | 1326 | 0.02920
clock inverter | 60 | 650.6 | 0.01432
per-layer routing:
metal	vias to the layer above	wire, um	part of all wire	track usage
met3	132	17250	0.18	0.2160
met1	10040	32610	0.33	0.3899
met5	-	39	0.00040	0.01221
met4	2	2063	0.021	0.04801
li1	8516	-	-	-
met2	1476	45430	0.47	0.3830
metrics by stage:
stage                     utilization  hold WS [ps]  power [mW]  instance area, um2  worst slack [ps]
final                          0.5640         686.5       5.537               45420             17640
after global routing           0.5640         712.5       5.804               45420             17550
after CTS                      0.5640         686.6       5.578               45420             17620
after detailed placement       0.5226         678.7       4.063               42100             16920
after global placement         0.5226         680.9       4.060               42100             17110
after floorplan                     -         593.9       3.422               40710             18430
synthesized netlist by cell type, types with 4 or more instances:
library cell	instances	area share
a211oi_1	12	0.0022
and2_1	13	0.0020
buf_1	18	0.0017
buf_2	22	0.0027
buf_4	7	0.0013
buf_6	16	0.0044
clkbuf_1	55	0.0051
dfrtp_1	7	0.0043
edfxtp_1	1032	0.76
mux4_2	256	0.14
nand2_1	234	0.022
nand2b_1	4	0.00061
nand3_1	45	0.0055
nor2_1	236	0.022
nor2b_1	8	0.0012
nor3_1	37	0.0045
o21ai_0	17	0.0021
o21ai_1	4	0.00049
o221ai_1	12	0.0026
o22ai_1	20	0.0031
or4_1	8	0.0015
xnor2_1	7	0.0015
sequential cells by signal, summed over array words and instances, names as in the netlist:
signal,flops
d_out,8
ptr,7
stack,1024
Power is estimated from default activity; no workload was simulated.
