$ cat flow/config.mk
export PLATFORM = sky130hd
export DESIGN_NAME = memory
export DESIGN_NICKNAME = memory
export VERILOG_FILES = /design/flow/design.v
export SDC_FILE = /design/flow/constraint.sdc
export NUM_CORES = 4
export LEC_CHECK = 1
export CORE_UTILIZATION = 40
$ cat flow/constraint.sdc
current_design memory

set clk_period 1.8
set clk_io_pct 0.2

create_clock -name clk0 -period $clk_period [get_ports {clk}]

set non_clock_inputs [all_inputs -no_clocks]
set_input_delay [expr $clk_period * $clk_io_pct] -clock clk0 $non_clock_inputs
set_output_delay [expr $clk_period * $clk_io_pct] -clock clk0 [all_outputs]
$ cat flow/design.v
module memory(clk, address, write_data, read_data, mem_read, mem_write);
  input clk ;
  input [4:0] address ;
  input [7:0] write_data ;
  input mem_read, mem_write;
  output [7:0] read_data;
  reg [7:0] mem [31:0];
  initial begin
  mem[0] = 8'b10011001;   
  mem[1] = 8'b10011010;   
  mem[2] = 8'b10011011;   
  mem[3] = 8'b10011100;   
  mem[4] = 8'b10011101;   
  mem[5] = 8'b00000000 ;   
  mem[6] = 8'b00000000 ;    
  mem[7] = 8'b00000000 ;    
  mem[8] = 8'b00000000 ;    
  mem[25] = 8'd1;
  mem[26] = 8'd2 ;
  mem[27] = 8'd3;
  mem[28] = 8'd4 ;
  mem[29] = 8'd5 ;
  end
  assign read_data = mem_read ? mem[address] : 8'bz ;
  always @(posedge clk) begin
    if (mem_write)
      mem[address] <= write_data ;
  end
endmodule
$ cat flow/run.sh
#!/bin/bash
# OpenROAD 26Q1-2900-gdf79404cd8, Yosys 0.63+post, stock flow scripts
make -C /OpenROAD-flow-scripts/flow DESIGN_CONFIG=/design/flow/config.mk WORK_HOME=/design/flow/orfs finish
==> run summary <==
total wire length - 22800 microns
Pwr Total - 12.9 mW
IO Pins - 24
area of the mapped netlist - 10000 sq um
area leader, netlist - edfxtp_1
Critical Path Start - mem[8][3]$_DFFE_PP_
CTS tree - yes
first drt pass iteration count - 4
Slew Limit Headroom - 69.1%
largest reg by FF count - mem
die area - 25800 sq um
max reg flops - 256
EDFF count, synth - 256
TritonCTS Sinks - 256
hold_ws - 0.579 ns
DRC - 0
Hold Startpoint - address[2]
worst slew pin tran - 0.463 ns
Startpoint Class - flop
Core Region - 24500 sq um
min Tclk post-route - 2.32 ns
Hold-fix buffers, CTS - 0
biggest regs - mem x256
CTS HTree Levels - 1
global-route wire length before repair - 34500 microns
YS warnings - 2
diodes inserted - 0
Unique cell types - 23
Metal-1 WL - 9170 microns
# placed instances - 987
Setup CP Type - flop to output port
clock edge transition at the registers on the reported setup and hold paths - 0.06 ns
Peak VDD IR - 0.570 mV
RSZ-0062 raised after global routing - yes
Adder Share, Synth - 0%
ys async rst share - 0%
Num CTS Buffers - 26
CTS Buffer Depth - 3
maximum number of pins on one net before global-route repair - 33
Area after DPL - 11800 sq um
antenna viol nets, final - 0
top sig layer - met4
share of cells above drive strength 1 - 42.2%
number of stages on the worst hold path - 5
Starting Density - 41.1%
Place WS - -1.36 ns
met2 routed WL - 10800 microns
status - finished with violations
top post-synthesis cells by count - 256 x edfxtp_1, 128 x mux2i_1, 63 x o22ai_1
flops & latches, synth - 256
Max Cap Violations - 0
post-route insts no fill - 1046
failing checks - negative setup slack
Max Fclk - 0.431 GHz
Total Routing Usage GR - 19.8%
WP data arrival - 1.96 ns
Mean Syn Cell Area - 17.7 sq um
drt first-iter violations - 354
DR vias - 5609
Log Warnings - 29
Largest logic family - multiplexers
# rows - 57
met3 routed WL - 2060 microns
TNS Setup - -3.84 ns
PwrDens - 949 nW/um^2
register share after synthesis - 76.5%
Final period util - 129%
Hold Path Class - primary input to flop
Synth top cell by count - edfxtp_1
Largest type area fraction - 76.5%
synth-to-layout area growth - 35.6%
Simple Share, Synth - 4.93%
root buffer cell - clkbuf_16
Lkg Pwr - 4.66 nW
CP Capture Type - output port
Yosys Instances - 568
initial antenna violation count - 0
cells after synthesis - 568
# setup viols final - 8
wire per inst - 21.8 microns
via density per instance - 5.36
aoi share - 4.05%
Largest cells by area - edfxtp_1 77%, mux2i_1 13%, o22ai_1 3.9%, buf_2 1.1%, nor2_1 1.1%
Yosys chip area - 10000 sq um
final core occ - 55.7%
total global routing overflow - 0
dominant register cell - edfxtp_1
Port Buffers - 22
WP data required - 1.44 ns
vias in the first global route - 5859
mux cell area share after synthesis - 12.8%
final worst slack - -0.519 ns
CP Max Fanout - 1
xor/xnor share - 0%
Final Max Tran Viols - 0
post-route cell area - 13600 sq um
sink of the worst hold path - mem[25][7]$_DFFE_PP_
Final Hold Fails - 0
HPWL after detailed placement - 14600 microns
die width - 160 microns
routability congestion estimate from global placement - 0.932
die height - 160 microns
worst max-delay path by stage:
stage	slack (ns)	cells past startpoint	to
6_report	-0.52	5	read_data[3]
5_1_grt	-0.60	5	read_data[3]
4_1_cts	-0.61	6	read_data[4]
cells in the final DEF (no fill, tap or decap), types with 5 or more instances in the layout:
cell type	Yosys	routed
edfxtp_1	256	256
nand2_1	10	5
buf_2	22	9
o22ai_2	1	25
nor4_4	0	10
nor2_2	0	13
mux2i_1	128	96
nor4_2	0	6
mux2i_2	0	28
clkinv_1	0	6
clkdlybuf4s50_1	0	9
nor2_4	0	15
buf_12	0	25
nand2_2	0	5
clkbuf_16	0	26
buf_6	2	16
buf_4	0	75
o22ai_1	63	28
buf_8	0	6
o22ai_4	0	11
cell type report:
type,instances,area (sq um)
Clock buffer,28,658
Tap cell,324,405
Clock inverter,17,199
Sequential cell,256,7690
Multi-Input combinational cell,277,3090
Fill cell,1778,10800
Timing Repair Buffer,144,1580
logic make-up (layout without fill, tap and decap cells):
| logic type | Yosys count | after routing |
|---|---|---|
| AND-OR/OR-AND | 64 | 64 |
| multiplexers | 128 | 128 |
| AND/OR/NAND/NOR | 85 | 85 |
| flip-flops | 256 | 256 |
| buffers and inverters | 35 | 189 |
routing by layer:
layer	vias up	GRT usage (%)
met5	-	0
met3	49	7.91
met4	0	5.02
li1	2579	-
met2	224	29.8
met1	2757	29.4
worst max-delay path, cell delays in order (launching register included):
cell and delay [ns]:
edfxtp_1 0.39, mux2i_2 0.25, o22ai_4 0.11, nor4_4 0.43, nand2_1 0.12, buf_2 0.13
what timing repair did:
| action | CTS | global route |
|---|---|---|
| cloned | 1 | 0 |
| setup endpoints to repair | 136 | 8 |
| endpoints found under the hold margin | 0 | 0 |
| gates resized | 154 | 46 |
| pin swaps | 39 | 16 |
| buffers inserted | 15 | 8 |
report_power, final:
group	internal [mW]	switching, mW	total, mW
sequential	6.63	0.0182	6.65
combinational	0.460	0.521	0.981
clock	3.21	2.10	5.31
total	10.3	2.64	12.9
Power is estimated from default activity; no workload was simulated.
